File: config.mk
export PLATFORM = sky130hd
export DESIGN_NAME = VGAc
export DESIGN_NICKNAME = VGAc
export VERILOG_FILES = /design/flow/design.v
export SDC_FILE = /design/flow/constraint.sdc
export NUM_CORES = 4
export LEC_CHECK = 1
export CORE_UTILIZATION = 40
File: run.sh
#!/bin/bash
# OpenROAD 26Q1-2900-gdf79404cd8, Yosys 0.63+post, stock flow scripts
make -C /OpenROAD-flow-scripts/flow DESIGN_CONFIG=/design/flow/config.mk WORK_HOME=/design/flow/orfs finish
File: design.v
module VGAc(
   input     [11:0] d_in,      
   input            vga_clk,   
   input            clrn,      
   output reg [8:0] row_addr,  
   output reg [9:0] col_addr,  
   output reg [3:0] r,g,b,     
   output reg       rdn,       
   output reg       hs,vs      
);
   reg [9:0] h_count;  
   always @ (posedge vga_clk) begin
       if (!clrn) begin
           h_count <= 10'h0;
       end else if (h_count == 10'd799) begin
           h_count <= 10'h0;
       end else begin 
           h_count <= h_count + 10'h1;
       end
   end
   reg [9:0] v_count;  
   always @ (posedge vga_clk or negedge clrn) begin
       if (!clrn) begin
           v_count <= 10'h0;
       end else if (h_count == 10'd799) begin
           if (v_count == 10'd524) begin
               v_count <= 10'h0;
           end else begin
               v_count <= v_count + 10'h1;
           end
       end
   end
    wire  [9:0] row    =  v_count - 10'd35;      
    wire  [9:0] col    =  h_count - 10'd143;     
    wire        h_sync = (h_count > 10'd95);     
    wire        v_sync = (v_count > 10'd1);      
    wire        read   = (h_count > 10'd142) &&  
                         (h_count < 10'd783) &&  
                         (v_count > 10'd34)  &&  
                         (v_count < 10'd515);    
    always @ (posedge vga_clk) begin
        row_addr <=  row[8:0];  
        col_addr <=  col;       
        rdn      <= ~read;      
        hs       <=  h_sync;    
        vs       <=  v_sync;    
        r        <=  rdn ? 4'h0 : d_in[11:8];  
        g        <=  rdn ? 4'h0 : d_in[7:4];  
        b        <=  rdn ? 4'h0 : d_in[3:0];  
    end
endmodule
File: constraint.sdc
current_design VGAc

set clk_period 2.4
set clk_io_pct 0.2

create_clock -name clk0 -period $clk_period [get_ports {vga_clk}]

set non_clock_inputs [all_inputs -no_clocks]
set_input_delay [expr $clk_period * $clk_io_pct] -clock clk0 $non_clock_inputs
set_output_delay [expr $clk_period * $clk_io_pct] -clock clk0 [all_outputs]
==> results_slide.txt <==
Run Summary

Timing
  – Final Max Slew Viols: 0
  – Actual slew at the worst max-slew pin: about 0.47 ns
  – Fmax: about 480 MHz
  – Hold Worst Slack: about 0.46 ns
  – Hold Fails Final Rpt: 0
  – Final min period: slightly above 2 ns
  – Slew HR: 0.686
  – Post-route setup TNS: 0 ns
  – Setup ws final: approximately 0.33 ns
  – Ratio of final minimum period to clock period: 0.863
  – Clock skew: approximately 0.014 ns
  – Final setup vio count: 0
  – Unrepaired setup endpoints after global routing: false

Synthesis
  – Ys async rst share: 0.185
  – Cell area after synthesis: about 0.0021 mm^2
  – Mapped Cells: ~200
  – Avg Synthesized Cell Area: 10.7 um^2
  – Syn. warnings: 1
  – # Cells Yosys: roughly 200
  – Registers, synthesis: 54
  – Top cells by area: dfxtp_1 (42%), dfrtp_1 (12%), xor2_1 (6.2%), ha_1 (4.1%), nor2b_1 (3.9%)
  – Commonest cells post-synth: dfxtp_1 (44), xor2_1 (15), nor2b_1 (13)
  – Yosys synthesis chip area: 0.00211 mm^2
  – Max-area cell share: 0.417
  – Synth Seq Share: 0.536
  – Number of enable flip-flop cells: 0
  – Count leader, synth: dfxtp_1
  – Commonest flop: dfxtp_1
  – Post-synth top area cell: dfxtp_1
  – Unique cell types: roughly 44

Route
  – WL per Instance: 11.9 um
  – # DRC: 0
  – DRT antenna net count: 0
  – Routed via count: 1450
  – Pre-antenna DRT Iters: 4
  – Routed vias/inst: 4.72
  – WL final: approximately 3700 um
  – Antenna fix cells: 0
  – Initial drt markers: around 56

Power and ir drop
  – P_sw: about 0.3 mW
  – Gate power share: 0.032
  – Clock power share: 0.372
  – Register share of total power: 0.595
  – P per Cell Area: 568 mW/mm^2
  – Sw Share: 0.191
  – Internal power: approximately 1.2 mW
  – Leak Pwr: approximately 1.1 nW
  – Maximum vdd drop: between 0.0003 and 0.0004 V

Layout
  – Layout cell share with drive strength beyond 1: 0.0675
  – Logic area: 880 um^2
  – Fill cells: just under 500
  – Final Util: 0.529
  – Area Growth Syn to Fin: 28.0%
  – Reg area: approximately 0.0011 mm^2

Placed design
  – Port buffer count: around 47
  – Setup WS pre-CTS: 0.361 ns
  – DP Wirelength: between 2000 and 2500 um
  – GP Congestion: between 0.7 and 0.8

Worst setup path
  – Critical path class: flop to flop
  – Max FO, Critical Path: 11
  – Critical Path End Type: flop
  – Critical Path RT: 2.59 ns
  – WP data arrival: 2.26 ns
  – CP startpoint kind: flop

Global routing
  – Vias in the first global route: about 1.2k
  – Initial antenna violation count: 0
  – Total GRT Usage: 0.137
  – Largest net degree at the start of global routing: 17
  – Grt ovf: 0
  – Global-route wire length before repair: roughly 5700 um

CTS
  – Post-CTS setup buffer count: 0
  – CTS tree: built
  – Clock sinks: roughly 54
  – CTS root buf: clkbuf_8
  – Post_cts resized: 0
  – Total CTS buffers: 5
  – Clk latency late pin: around 0.3 ns
  – Hold-fix buffers, CTS: 0
  – H-Tree Depth: 2
  – CTS clk-pin slew, worst paths: roughly 0.10 ns
  – CTS max path bufs: 2

Floorplanning
  – Die Y: 74.6 um
  – I/O pins: between 40 and 50
  – Die width: between 70 and 80 um
  – FP Rows: 26
  – Core ar.: roughly 0.005 mm^2
  – Chip area: 0.00557 mm^2
  – Pre-Place Util: 0.413

Worst hold path
  – Hold WC Path Type: flop to flop

Run
  – Max-cap violations: 0
  – Tool warnings: 30

Run status
  – Status: finished clean
[path summary, 6_finish.rpt]
path / end / slack [ns] / startpoint / cells past startpoint
max: v_count[4]$_DFFE_PN0P_ / 0.33 / h_count[1]$_SDFF_PP0_ / 5
min: col_addr[0]$_DFF_P_ / 0.46 / h_count[0]$_SDFF_PP0_ / 1
max reg2reg: v_count[4]$_DFFE_PN0P_ / 0.33 / h_count[1]$_SDFF_PP0_ / 5
min reg2reg: col_addr[0]$_DFF_P_ / 0.46 / h_count[0]$_SDFF_PP0_ / 1
max in group asynchronous: v_count[0]$_DFFE_PN0P_ / 1.50 / clrn / 2
min in group asynchronous: v_count[7]$_DFFE_PN0P_ / 0.47 / clrn / 1
[metrics by stage]
step | cell area [um^2] | power (mW) | std cells
2_1_floorplan | 2110 | 0.945 | 197
3_3_place_gp | 2590 | 0.986 | 299
3_5_place_dp | 2590 | 0.985 | 299
4_1_cts | 2700 | 1.56 | 307
5_1_grt | 2700 | 1.61 | 307
6_report | 2700 | 1.54 | 307
[power groups by stage]
stage         Sequential, mW  Clock [mW]  Combinational [mW]
CTS                    0.915       0.598              0.0510
global route           0.916       0.640              0.0554
finish                 0.915       0.572              0.0495
[flip-flops by register name, indices dropped and copies added, names as in the netlist, 4 cells and up]
signal    count
col_addr     10
h_count      10
v_count      10
row_addr      9
b             4
g             4
r             4
[worst max-delay path, cell delays in order, from the launching register on]
cell and delay [ns]:
dfxtp_1 0.40, ha_1 0.19, and3_1 0.35, nand4_1 0.44
nor2_1 0.24, mux2_2 0.34
[layout by cell type, fill, tap and decap left out, drive strengths merged, types with 3 or more instances in the layout]
master         Yosys  final
dfxtp             44     44
nor2b             13     13
xnor2              7      7
nand2              8      8
nand3              5      5
and4               3      3
nand4              7      7
dfrtp             10     10
o21ai              5      5
xor2              15     15
clkdlybuf4s50      0     47
inv                4      4
nor2              11     11
nor3               7      7
ha                 7      7
a21oi              4      4
o31ai              3      3
clkbuf             5      8
and3               4      4
[layer usage]
metal	track usage	up-vias	wire length, um
met5	0	-	0
met4	0.0210	0	65
met3	0.0393	6	303
met2	0.205	53	1580
met1	0.211	639	1720
li1	-	752	-
[final cells by class]
cell class,instances,share of cell area
clock buffers,8,0.0412
inverters,4,0.00556
multi-input cells,123,0.325
flip-flops and latches,54,0.419
well taps,70,0.0324
repair buffers,48,0.177
[cells by family after synthesis]
| family | share of synthesized area |
|---|---|
| flops | 0.536 |
| buf+inv | 0.0474 |
| compound gates | 0.0794 |
| simple gates | 0.189 |
| xor+xnor | 0.0913 |
| fa+ha+maj | 0.0415 |
| mux | 0.0154 |
Power and IR drop assume default switching activity.
