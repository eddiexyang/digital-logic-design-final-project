**config.mk**
```make
export PLATFORM = sky130hd
export DESIGN_NAME = KeyboardControl
export DESIGN_NICKNAME = KeyboardControl
export VERILOG_FILES = /design/flow/design.v
export SDC_FILE = /design/flow/constraint.sdc
export NUM_CORES = 4
export LEC_CHECK = 1
export CORE_UTILIZATION = 30
```
**constraint.sdc**
```tcl
current_design KeyboardControl

set clk_period 2.4
set clk_io_pct 0.2

create_clock -name clk0 -period $clk_period [get_ports {clk}]

set non_clock_inputs [all_inputs -no_clocks]
set_input_delay [expr $clk_period * $clk_io_pct] -clock clk0 $non_clock_inputs
set_output_delay [expr $clk_period * $clk_io_pct] -clock clk0 [all_outputs]
```
**design.v**
```verilog
module KeyboardControl(
    input clk,                         
    input ps2_clk,                     
    input ps2_data,                    
    input clrn,                        
    output reg left,                   
    output reg right,                  
    output reg down,                   
    output reg up,                     
    output reg space                   
);
reg [3:0] count;         
reg [9:0] buffer;        
reg [2:0] ps2_clk_sync;  
reg F0;
reg E0;
always @ (posedge clk) begin
    ps2_clk_sync <= { ps2_clk_sync[1:0], ps2_clk };   
end
wire sampling = ps2_clk_sync[2] & ~ps2_clk_sync[1];  
always @ (posedge clk) begin
    if (clrn == 0) begin
        F0 <= 0; E0 <= 0;
        count <= 0;
        left <= 0; right <= 0; down <= 0; up <= 0;  
    end 
    else if (sampling) begin
        if (count == 4'd10) begin
            if ((buffer[0] == 0) &&       
                (ps2_data) &&             
                (^buffer[9:1])) begin     
                    case(buffer[8:1])     
                    8'hF0: begin
                        F0 <= 1;
                    end
                    8'hE0: begin
                        E0 <= 1;
                        F0 <= 0;
                    end
                    8'h29: begin  
                        if(F0==1'b1) begin
                            E0 <= 0; F0 <= 0; space <= 0;
                        end
                        else begin
                            space <= 1;  
                        end
                    end
                    8'h75: begin  
                        if(E0==1'b1 && F0==1'b1) begin
                            E0 <= 0; F0 <= 0; up <= 0;
                        end
                        else if(E0==1'b1 && F0==1'b0) begin
                            up <= 1;  
                            E0 <= 0;
                        end
                    end
                    8'h6B: begin  
                        if(E0==1'b1 && F0==1'b1) begin
                            E0 <= 0; F0 <= 0; left <= 0;
                        end
                        else if(E0==1'b1 && F0==1'b0) begin
                            left <= 1;  
                            E0 <= 0;
                        end
                    end
                    8'h74: begin  
                        if(E0==1'b1 && F0==1'b1) begin
                            E0 <= 0; F0 <= 0; right <= 0;
                        end
                        else if(E0==1'b1 && F0==1'b0) begin
                            right <= 1;  
                            E0 <= 0;
                        end
                    end
                    8'h72: begin  
                        if(E0==1'b1 && F0==1'b1) begin
                            E0 <= 0; F0 <= 0; down <= 0;
                        end
                        else if(E0==1'b1 && F0==1'b0) begin
                            down <= 1;  
                            E0 <= 0;
                        end
                    end
                    default: begin
                        if (F0 == 1'b1) begin  
                            left <= 0; right <= 0; down <= 0; up <= 0;
                            F0 <= 0;
                        end
                    end
                    endcase
            end  
            count <= 0;  
        end 
        else begin
            buffer[count] <= ps2_data;    
            count <= count + 1'b1;        
        end
    end
end
endmodule
```
**run.sh**
```bash
#!/bin/bash
# OpenROAD 26Q1-2900-gdf79404cd8, Yosys 0.63+post, stock flow scripts
make -C /OpenROAD-flow-scripts/flow DESIGN_CONFIG=/design/flow/config.mk WORK_HOME=/design/flow/orfs finish
```
==> ds_physical_params.txt <==
Characteristics after synthesis and place and route

Parameter                              Value

Routing
  Average via count per standard cell    about 4.8
  Number of remaining DRC errors    0
  Via Count    1217
  Post-Route WL    3190 um
  Length of the first detailed-routing pass in iterations    4
  Count of inserted antenna diode cells    0
  DRT iter0 DRCs    45
  Routed wirelength normalized by instance count    12.5 um
  Antenna-violating nets left    0

CTS
  Clock-pin transition on the worst setup and hold timing paths    0.09 ns
  Root Buffer Master    clkbuf_8
  Clock tree from TritonCTS    done
  Maximum count of clock buffers along a single path    2
  Post-CTS Setup Bufs    0
  Hold Buf Count CTS    0
  Number of buffers inserted during clock tree synthesis    3
  Sink Count    24
  Post_cts resized    0
  H-tree depth    1
  Latest clock arrival within the worst-skew pair    about 0.27 ns

Placement
  Half-perimeter wire length after detailed placement    roughly 2400 um
  PortBufs    8
  RD Place Congestion    just under 0.8

Final timing
  Number of setup violations in the final report    0
  Slew of the pin with the lowest slew margin    0.425 ns
  Final count of pins violating max slew    0
  Ratio of final minimum period to clock period    0.842
  Worst relative slew slack    0.716
  Final clock skew    0.00752 ns
  Total Negative Setup Slacks    0 ns
  Fmax    495 MHz
  Final period demand of the worst path    just over 2 ns
  RSZ-0062 raised after global routing    no
  Final hold slack    ~0.33 ns
  Number of failing hold endpoints at the final stage    0

Global routing
  Total routing resource utilization after global routing    0.119
  Number of antenna violations at the first check in global routing    0
  Wire length of the first global-routing pass    approximately 5600 um
  Final global-route overflow total    0
  Maximum number of pins on one net before global-route repair    14
  Vias in the first global route    1178

Logic synthesis
  EDFF count, synth    11
  Most numerous cell in the Yosys netlist    ha_1
  Most frequent cells after synthesis    ha_1, nand2_1, dfxtp_1, inv_1, a21oi_1
  FFs w/ async S/R, synth    0
  Synth area leader    edfxtp_1
  Chip Area, Yosys    ~1700 um^2
  Average cell area after synthesis    9.64 um^2
  Most instantiated flip-flop cell in the synthesis netlist    dfxtp_1
  Portion of synthesized cell area occupied by the leading cell type    0.196
  Sequential area share after synthesis    0.350
  Combined area of all synthesized cells    around 1700 um^2
  Synth Register Bits    24
  Instance tally after logic synthesis    175
  Synth warn    1
  Yosys cell types    between 40 and 50
  Number of cell instances after yosys synthesis    175
  Cells taking the most area after synthesis    edfxtp_1, dfxtp_1, ha_1

Critical path
  Beginning of the critical path    buffer[2]
  Required time worst endpoint    around 2.6 ns
  Launch point of the worst reg-to-reg path    buffer[2]
  Maximum fanout count along the critical path    6
  Critical path capture point type    flip-flop
  Crit Path Class    reg2reg
  Arrival time reported for the critical path endpoint    approximately 2.2 ns
  Startpoint Class    flip-flop

Worst hold path
  Hold Crit Start    ps2_clk_sync[0]
  Class of the tightest hold or removal check    reg2reg

Power
  IR drop worst, VDD    roughly 0.00026 V
  Power Dens Cells    ~440 nW/um^2
  Static leakage    around 0.83 nW

Cells and area
  Synth-to-layout area growth    11.9%
  Area of the multi-input gates    roughly 1000 um^2
  Layout cell share with drive strength beyond 1    0.124
  Utilization after layout    0.359
  Fill count    around 540
  Sequential Area    slightly below 600 um^2

Flow run
  Number of max-cap violations    0
  Number of warnings in the stage logs    38

Run status
  Run status    complete, no violations

Floorplan
  Effective utilization at floorplan    0.320
  Ports    9
  Height of the die    77.0 um
  # rows    26
  Core ar.    roughly 5300 um^2
  X dimension of the die    approximately 77 um
  Die Outline Area    between 5000 and 6000 um^2
==> area by class of cell <==
type,instances,area share
Tap cell,70,0.0464
Sequential cell,24,0.313
Timing Repair Buffer,12,0.0583
Inverter,13,0.0258
Multi-Input combinational cell,132,0.528
Clock buffer,4,0.0291
==> power by group <==
group	switching, W	internal (W)
sequential	0.00000438	0.000436
clock	0.000136	0.000147
combinational	0.0000630	0.0000453
==> path summary, 6_finish.rpt <==
check	slack, ns	to	cells past startpoint
min reg2reg	0.33	ps2_clk_sync[1]	0
max	0.38	F0	7
max reg2reg	0.38	F0	7
min	0.33	ps2_clk_sync[1]	0
==> flip-flops by register name, indices dropped and copies added, names as in the netlist <==
register,flops
E0,1
F0,1
buffer,10
count,4
down,1
left,1
ps2_clk_sync,3
right,1
space,1
up,1
==> critical path: stages, from the launching register on <==
cell and delay [ns]:
edfxtp_1 0.43, inv_1 0.14, ha_1 0.24, xnor3_1 0.40
xnor2_2 0.18, nor2_2 0.23, a21oi_1 0.12, a2111oi_2 0.19
==> layout by cell type (no fill, tap or decap), types with 2 or more instances in the layout <==
cell,n
mux2i_1,7
a21oi_1,12
nand4_1,4
clkdlybuf4s50_1,8
o21ai_0,2
nand4_2,2
clkbuf_8,4
nor2b_1,2
nand3_1,10
nor3_1,4
nor2_1,9
nand2b_1,4
a21o_1,3
buf_4,4
dfxtp_1,13
a21boi_0,3
nand2_1,16
o21ai_2,2
and3_1,3
ha_1,18
mux2_2,2
edfxtp_1,11
inv_1,13
o2111ai_1,2
a41o_1,3
==> layer usage <==
| layer | global-route usage | wire length (um) | vias up |
|---|---|---|---|
| met2 | 0.203 | 1460 | 10 |
| met3 | 0.0193 | 66 | 2 |
| li1 | - | - | 652 |
| met5 | 0 | 0 | - |
| met4 | 0.0113 | 26 | 0 |
| met1 | 0.169 | 1630 | 553 |
==> cell families after synthesis <==
group	after synthesis	synth area share
AOI/OAI and AO/OA	34	0.143
xor gates and xnor gates	3	0.0282
adders and majority gates	18	0.133
buffers and inverters	19	0.0593
DFF	24	0.350
muxes	9	0.0549
and+or+nand+nor	68	0.231
==> metrics by stage <==
step | instances | instance area [um^2] | worst slack (ns) | total power (W)
6_report | 255 | 1890 | 0.379 | 0.000832
3_3_place_gp | 251 | 1830 | 0.402 | 0.000558
4_1_cts | 255 | 1890 | 0.361 | 0.000840
3_5_place_dp | 251 | 1830 | 0.383 | 0.000558
2_1_floorplan | 175 | 1690 | 0.168 | 0.000532
5_1_grt | 255 | 1890 | 0.168 | 0.000866
Power and IR drop assume default switching activity.
