File: /design/flow/run.sh
#!/bin/bash
# OpenROAD 26Q1-2900-gdf79404cd8, Yosys 0.63+post, stock flow scripts
make -C /OpenROAD-flow-scripts/flow DESIGN_CONFIG=/design/flow/config.mk WORK_HOME=/design/flow/orfs finish
File: /design/flow/config.mk
export PLATFORM = sky130hd
export DESIGN_NAME = GameControl
export DESIGN_NICKNAME = GameControl
export VERILOG_FILES = /design/flow/design.v
export SDC_FILE = /design/flow/constraint.sdc
export NUM_CORES = 4
export LEC_CHECK = 1
export CORE_UTILIZATION = 30
File: /design/flow/constraint.sdc
current_design GameControl

set clk_period 8.6
set clk_io_pct 0.2

create_clock -name clk0 -period $clk_period [get_ports {clk}]

set non_clock_inputs [all_inputs -no_clocks]
set_input_delay [expr $clk_period * $clk_io_pct] -clock clk0 $non_clock_inputs
set_output_delay [expr $clk_period * $clk_io_pct] -clock clk0 [all_outputs]
File: /design/flow/design.v
module GameControl(
    input clk,                    
    input rst,                    
    input left,
    input right,
    input up,
    input down,
    output reg [6:0] score,
    output reg [2:0] nextBlock,   
    output [199:0] objects,       
    output reg fail               
);
    reg objectReg [24:0][11:0];
    reg [2:0] currBlockType;
    reg [1:0] currBlockState;
    reg [3:0] currBlockCenterX;
    reg [4:0] currBlockCenterY;
    reg [1:0] prevBlockState;
    reg [3:0] prevBlockCenterX;
    reg [4:0] prevBlockCenterY;
    reg signed [7:0] coordOffsetX [4:0][3:0][2:0];  
    reg signed [7:0] coordOffsetY [4:0][3:0][2:0];
    reg gameStartSign = 0;
    reg [4:0] gameMaxHeight;
    reg ignore_keyboard_input = 0;
    reg dropSign = 0;
    reg checkPositionSign = 0;
    reg updateBlockPositionSign = 0;
    reg drawCurrentBlockSign = 0;
    reg eliminateRowSign = 0;
    reg blockLanded = 0;
    reg [4:0] rowSum = 0;
    reg executeFail = 0;
    integer i, j, row, coln, p, q, r;
    reg [7:0] reg_i = 0;
    reg [7:0] reg_j = 1;
    reg [31:0] clk_div = 0;
    reg [31:0] clk_div_prev;
    wire [31:0] clk_div_posedge;
    always @(posedge clk) begin        
        clk_div <= clk_div + 1;
        clk_div_prev <= clk_div;
    end
    genvar div;
    generate
        for (div = 0; div < 32; div = div + 1) begin
            assign clk_div_posedge[div] = clk_div[div] && ~clk_div_prev[div];
        end
    endgenerate
    reg left_posedge, right_posedge, up_posedge, down_posedge;
    reg left_prev, right_prev, up_prev, down_prev;
    always @(posedge clk) begin
        left_prev <= left;
        right_prev <= right;
        up_prev <= up;
        down_prev <= down;
        if (~left_prev && left) begin
            left_posedge <= 1;
        end else begin
            left_posedge <= 0;
        end
        if (~right_prev && right) begin
            right_posedge <= 1;
        end else begin
            right_posedge <= 0;
        end
        if (~up_prev && up) begin
            up_posedge <= 1;
        end else begin
            up_posedge <= 0;
        end
        if (~down_prev && down) begin
            down_posedge <= 1;
        end else begin
            down_posedge <= 0;
        end
    end
    initial begin
        for (i = 0; i <= 24; i = i + 1) begin
            for (j = 0; j <= 11; j = j + 1) begin
                objectReg[i][j] = 1;
            end
        end
        coordOffsetX[0][0][0] = -2; coordOffsetY[0][0][0] =  0;
        coordOffsetX[0][0][1] = -1; coordOffsetY[0][0][1] =  0;
        coordOffsetX[0][0][2] =  1; coordOffsetY[0][0][2] =  0;
        coordOffsetX[0][1][0] =  0; coordOffsetY[0][1][0] = -2;
        coordOffsetX[0][1][1] =  0; coordOffsetY[0][1][1] = -1;
        coordOffsetX[0][1][2] =  0; coordOffsetY[0][1][2] =  1;
        coordOffsetX[0][2][0] = -2; coordOffsetY[0][2][0] =  0;
        coordOffsetX[0][2][1] = -1; coordOffsetY[0][2][1] =  0;
        coordOffsetX[0][2][2] =  1; coordOffsetY[0][2][2] =  0;
        coordOffsetX[0][3][0] =  0; coordOffsetY[0][3][0] = -2;
        coordOffsetX[0][3][1] =  0; coordOffsetY[0][3][1] = -1;
        coordOffsetX[0][3][2] =  0; coordOffsetY[0][3][2] =  1;
        coordOffsetX[1][0][0] =  0; coordOffsetY[1][0][0] = -1;
        coordOffsetX[1][0][1] =  1; coordOffsetY[1][0][1] = -1;
        coordOffsetX[1][0][2] =  1; coordOffsetY[1][0][2] =  0;
        coordOffsetX[1][0][0] =  0; coordOffsetY[1][0][0] = -1;
        coordOffsetX[1][0][1] =  1; coordOffsetY[1][0][1] = -1;
        coordOffsetX[1][0][2] =  1; coordOffsetY[1][0][2] =  0;
        coordOffsetX[1][0][0] =  0; coordOffsetY[1][0][0] = -1;
        coordOffsetX[1][0][1] =  1; coordOffsetY[1][0][1] = -1;
        coordOffsetX[1][0][2] =  1; coordOffsetY[1][0][2] =  0;
        coordOffsetX[1][0][0] =  0; coordOffsetY[1][0][0] = -1;
        coordOffsetX[1][0][1] =  1; coordOffsetY[1][0][1] = -1;
        coordOffsetX[1][0][2] =  1; coordOffsetY[1][0][2] =  0;
        coordOffsetX[2][0][0] = -1; coordOffsetY[2][0][0] =  0;
        coordOffsetX[2][0][1] =  0; coordOffsetY[2][0][1] = -1;
        coordOffsetX[2][0][2] =  1; coordOffsetY[2][0][2] =  0;
        coordOffsetX[2][1][0] =  0; coordOffsetY[2][1][0] = -1;
        coordOffsetX[2][1][1] =  1; coordOffsetY[2][1][1] =  0;
        coordOffsetX[2][1][2] =  0; coordOffsetY[2][1][2] =  1;
        coordOffsetX[2][2][0] = -1; coordOffsetY[2][2][0] =  0;
        coordOffsetX[2][2][1] =  0; coordOffsetY[2][2][1] =  1;
        coordOffsetX[2][2][2] =  1; coordOffsetY[2][2][2] =  0;
        coordOffsetX[2][3][0] =  0; coordOffsetY[2][3][0] = -1;
        coordOffsetX[2][3][1] = -1; coordOffsetY[2][3][1] =  0;
        coordOffsetX[2][3][2] =  0; coordOffsetY[2][3][2] =  1;
        coordOffsetX[3][0][0] = -1; coordOffsetY[3][0][0] =  0;
        coordOffsetX[3][0][1] =  1; coordOffsetY[3][0][1] =  0;
        coordOffsetX[3][0][2] =  1; coordOffsetY[3][0][2] = -1;
        coordOffsetX[3][1][0] =  0; coordOffsetY[3][1][0] = -1;
        coordOffsetX[3][1][1] =  0; coordOffsetY[3][1][1] =  1;
        coordOffsetX[3][1][2] =  1; coordOffsetY[3][1][2] =  1;
        coordOffsetX[3][2][0] = -1; coordOffsetY[3][2][0] =  1;
        coordOffsetX[3][2][1] = -1; coordOffsetY[3][2][1] =  0;
        coordOffsetX[3][2][2] =  1; coordOffsetY[3][2][2] =  0;
        coordOffsetX[3][3][0] = -1; coordOffsetY[3][3][0] = -1;
        coordOffsetX[3][3][1] =  0; coordOffsetY[3][3][1] = -1;
        coordOffsetX[3][3][2] =  0; coordOffsetY[3][3][2] =  1;
        coordOffsetX[4][0][0] = -1; coordOffsetY[4][0][0] =  0;
        coordOffsetX[4][0][1] =  0; coordOffsetY[4][0][1] = -1;
        coordOffsetX[4][0][2] =  1; coordOffsetY[4][0][2] = -1;
        coordOffsetX[4][1][0] = -1; coordOffsetY[4][1][0] = -1;
        coordOffsetX[4][1][1] = -1; coordOffsetY[4][1][1] =  0;
        coordOffsetX[4][1][2] =  0; coordOffsetY[4][1][2] =  1;
        coordOffsetX[4][2][0] = -1; coordOffsetY[4][2][0] = -1;
        coordOffsetX[4][2][1] =  0; coordOffsetY[4][2][1] = -1;
        coordOffsetX[4][2][2] =  1; coordOffsetY[4][2][2] =  0;
        coordOffsetX[4][3][0] =  0; coordOffsetY[4][3][0] = -1;
        coordOffsetX[4][3][1] = -1; coordOffsetY[4][3][1] =  0;
        coordOffsetX[4][3][2] = -1; coordOffsetY[4][3][2] =  1;
    end
    always @(posedge clk) begin
        if (rst) begin
            for (i = 0; i <= 23; i = i + 1) begin
                for (j = 1; j <= 10; j = j + 1) begin
                    objectReg[i][j] <= 0;
                end
            end
            gameStartSign = 1;
            currBlockType <= 3'b0;
            currBlockState <= 2'b0;
            currBlockCenterX <= 5;
            currBlockCenterY <= 2;
            prevBlockState <= 2'b0;
            prevBlockCenterX <= 5;
            prevBlockCenterY <= 2;
            checkPositionSign <= 0;
            updateBlockPositionSign <= 0;
            drawCurrentBlockSign <= 0;
            eliminateRowSign <= 0;
            blockLanded <= 0;
            score <= 7'b0;
            nextBlock <= 3'b0;
            fail <= 0;
            executeFail <= 0;
            gameMaxHeight <= 0;
        end else if (gameStartSign && ~fail) begin
            if (clk_div_posedge[20]) begin
                ignore_keyboard_input <= 0;
            end
            if (~executeFail && (clk_div_posedge[25] || down_posedge)) begin
                ignore_keyboard_input <= 1;
                if (blockLanded) begin
                    blockLanded <= 0;
                    score <= score + 1;
                    eliminateRowSign <= 1;
                    nextBlock <= clk_div % 5;
                    currBlockType <= nextBlock;
                    currBlockState <= 2'b00;
                    currBlockCenterX <= 5;
                    currBlockCenterY <= 2;
                end else begin
                    dropSign <= 1;
                    checkPositionSign <= 1;
                    currBlockCenterY <= currBlockCenterY + 1;
                    prevBlockState <= currBlockState;
                    prevBlockCenterX <= currBlockCenterX;
                    prevBlockCenterY <= currBlockCenterY;
                end
            end
            if (~executeFail && left_posedge) begin
                checkPositionSign <= 1;
                currBlockCenterX <= currBlockCenterX - 1;
                prevBlockCenterX <= currBlockCenterX;
                prevBlockCenterY <= currBlockCenterY;
                prevBlockState <= currBlockState;
            end
            if (~executeFail && right_posedge) begin
                checkPositionSign <= 1;
                currBlockCenterX <= currBlockCenterX + 1;
                prevBlockCenterX <= currBlockCenterX;
                prevBlockCenterY <= currBlockCenterY;
                prevBlockState <= currBlockState;
            end
            if (~executeFail && up_posedge) begin
                checkPositionSign <= 1;
                currBlockState <= currBlockState + 1;
                prevBlockCenterX <= currBlockCenterX;
                prevBlockCenterY <= currBlockCenterY;
                prevBlockState <= currBlockState;
            end
            if (~executeFail && checkPositionSign) begin
                checkPositionSign = 0;
                objectReg[prevBlockCenterY][prevBlockCenterX] = 0;
                objectReg[prevBlockCenterY + coordOffsetY[currBlockType][prevBlockState][0]][prevBlockCenterX + coordOffsetX[currBlockType][prevBlockState][0]] = 0;
                objectReg[prevBlockCenterY + coordOffsetY[currBlockType][prevBlockState][1]][prevBlockCenterX + coordOffsetX[currBlockType][prevBlockState][1]] = 0;
                objectReg[prevBlockCenterY + coordOffsetY[currBlockType][prevBlockState][2]][prevBlockCenterX + coordOffsetX[currBlockType][prevBlockState][2]] = 0;
                if (objectReg[currBlockCenterY][currBlockCenterX] ||
                    objectReg[currBlockCenterY + coordOffsetY[currBlockType][currBlockState][0]][currBlockCenterX + coordOffsetX[currBlockType][currBlockState][0]] ||
                    objectReg[currBlockCenterY + coordOffsetY[currBlockType][currBlockState][1]][currBlockCenterX + coordOffsetX[currBlockType][currBlockState][1]] ||
                    objectReg[currBlockCenterY + coordOffsetY[currBlockType][currBlockState][2]][currBlockCenterX + coordOffsetX[currBlockType][currBlockState][2]]
                ) begin
                    if (dropSign) begin
                        blockLanded <= 1;
                        dropSign <= 0;
                    end
                    currBlockCenterX = prevBlockCenterX;
                    currBlockCenterY = prevBlockCenterY;
                    currBlockState = prevBlockState;
                    objectReg[currBlockCenterY][currBlockCenterX] = 1;
                    objectReg[currBlockCenterY + coordOffsetY[currBlockType][currBlockState][0]][currBlockCenterX + coordOffsetX[currBlockType][currBlockState][0]] = 1;
                    objectReg[currBlockCenterY + coordOffsetY[currBlockType][currBlockState][1]][currBlockCenterX + coordOffsetX[currBlockType][currBlockState][1]] = 1;
                    objectReg[currBlockCenterY + coordOffsetY[currBlockType][currBlockState][2]][currBlockCenterX + coordOffsetX[currBlockType][currBlockState][2]] = 1;
                end else begin
                    objectReg[currBlockCenterY][currBlockCenterX] = 1;
                    objectReg[currBlockCenterY + coordOffsetY[currBlockType][currBlockState][0]][currBlockCenterX + coordOffsetX[currBlockType][currBlockState][0]] = 1;
                    objectReg[currBlockCenterY + coordOffsetY[currBlockType][currBlockState][1]][currBlockCenterX + coordOffsetX[currBlockType][currBlockState][1]] = 1;
                    objectReg[currBlockCenterY + coordOffsetY[currBlockType][currBlockState][2]][currBlockCenterX + coordOffsetX[currBlockType][currBlockState][2]] = 1;
                end
            end
            if (~executeFail && eliminateRowSign) begin
                for (row = 4; row < 24; row = row + 1) begin
                    rowSum = 0;
                    for (coln = 1; coln <= 10; coln = coln + 1) begin
                        rowSum = rowSum + objectReg[row][coln];   
                        if (objectReg[row][coln] == 1 && 24 - row > gameMaxHeight) begin
                             gameMaxHeight = 24 - row;
                        end
                    end
                    if (rowSum == 10) begin
                        for (p = row; p > 4; p = p - 1) begin
                            for (q = 1; q <= 10; q = q + 1) begin
                                objectReg[p][q] = objectReg[p - 1][q];
                            end
                        end
                        for (r = 1; r <= 10; r = r + 1) begin
                            objectReg[4][r] = 0;
                        end
                        score = score + 10;
                    end
                end
                eliminateRowSign = 0;
            end
            if (executeFail || gameMaxHeight >= 20) begin
                executeFail <= 1;
                if (executeFail == 0) begin
                    row <= 23;
                    coln <= 1;
                end else if (row == 4 && coln == 10) begin
                    objectReg[row][coln] <= 1;
                    fail <= 1;
                    executeFail <= 0;
                end else if (coln == 10) begin
                    objectReg[row][coln] <= 1;
                    if (clk_div_posedge[22]) begin
                        row <= row - 1;
                        coln <= 1;    
                    end
                end else begin
                    objectReg[row][coln] <= 1;
                    coln <= coln + 1;
                end
            end
        end
    end
    genvar k, l;
    generate
        for (k = 4; k <= 23; k = k + 1) begin: map
            for (l = 1; l <= 10; l = l + 1) begin
                assign objects[10 * (k - 4) + l - 1] = objectReg[k][l];
            end
        end
    endgenerate
endmodule
==> impl_metrics.sql <==
-- implementation run metrics
INSERT INTO impl_metrics (metric_group, metric, value, unit) VALUES
('cells_and_area', 'final_cell_mix', 'sky130_fd_sc_hd__dfxtp_1, sky130_fd_sc_hd__clkdlybuf4s50_1, sky130_fd_sc_hd__inv_1', ''),
('power', 'total_power', '0.002829', 'W'),
('power', 'cellLeakagePower', '5.251', 'nW'),
('floorplan', 'floorplan.die_area', '0.04839', 'mm²'),
('yosys', 'dominantRegCellSynth', 'sky130_fd_sc_hd__dfxtp_1', ''),
('power', 'cellPowerDensity', '173.2', 'mW/mm²'),
('cells_and_area', 'layout_top_cell', 'sky130_fd_sc_hd__dfxtp_1', ''),
('global_route', 'met2_track_usage_gr', '22.38', '%'),
('floorplan', 'num_rows', '79', ''),
('clock_tree', 'worst_skew_pair.late_latency', '0.57', 'ns'),
('route', 'ant_nets', '0', ''),
('yosys', 'yosys_chip_area', '0.01425', 'mm²'),
('final_timing', 'timing.final.hold_violations', '0', ''),
('yosys', 'avgSynthCellArea', '9.710', 'µm²'),
('setup_path', 'regToRegSetupSlack', '3.36', 'ns'),
('final_timing', 'finalCritPeriodShare', '60.87', '%'),
('run', 'count_of_tool_warnings', '35', ''),
('clock_tree', 'clock_tree_from_tritoncts', 'done', ''),
('setup_path', 'timing.rr.start', 'row[0]$_SDFFCE_PN1P_', ''),
('placed_design', 'dp_slack', '3.459', 'ns'),
('global_route', 'grt_util_all_layers', '15.19', '%'),
('global_route', 'globalRoute.totalOverflow', '0', ''),
('clock_tree', 'clock_transition_at_the_registers_of_the_reported_paths', '0.06', 'ns'),
('power', 'vdd_ir_drop_max', '140.5', 'µV'),
('final_timing', 'fmaxAchievable', '0.1910', 'GHz'),
('setup_path', 'worst_path_largest_cell_delay', '0.85', 'ns'),
('setup_path', 'crit_path_max_fanout', '140', ''),
('cells_and_area', 'layout-area-overhead-vs-synth', '14.59', '%'),
('min_path', 'holdCritStartpoint', 'clk_div[22]$_DFF_P_', ''),
('route', 'viasPerCell', '4.747', ''),
('yosys', 'postSynthRegisterBits', '311', ''),
('yosys', 'syn-cell-area', '0.01425', 'mm²'),
('final_timing', 'slew_viol_final', '0', ''),
('clock_tree', 'postCtsHoldBufs', '0', ''),
('final_timing', 'setup_violations', '0', ''),
('final_timing', 'clock-skew-final', '0.01407', 'ns'),
('clock_tree', 'post_cts_resized', '0', ''),
('placed_design', 'placed_area', '0.01533', 'mm²'),
('route', 'drtIter0Drc', '713', ''),
('route', 'routedWlPerCell', '17.49', 'µm'),
('route', 'route.vias.total', '9794', ''),
('setup_path', 'cp-end-kind', 'flip-flop', ''),
('floorplan', 'die.size.x', '220.0', 'µm'),
('clock_tree', 'tritoncts_buffers', '31', ''),
('global_route', 'gr-max-usage-layer', 'met1', ''),
('clock_tree', 'cts.path.max_buffers', '3', ''),
('final_timing', 'relSlewSlack', '42.54', '%'),
('final_timing', 'final_critical_path_setup_slack', '3.365', 'ns'),
('clock_tree', 'numClockSinks', '311', ''),
('yosys', 'netlist-cell-type-count', '49', ''),
('clock_tree', 'cts_max_level', '1', ''),
('min_path', 'min_delay_path_depth', '0', ''),
('setup_path', 'endpoint_of_the_most_critical_register_to_register_path', 'objectReg[224]$_SDFFE_PP0P_', ''),
('status', 'run_status', 'finished, final reports clean', ''),
('cells_and_area', 'n_fill_cell', '4577', ''),
('floorplan', 'die_h', '220.0', 'µm'),
('setup_path', 'timing.critical_path.arrival', '5.69', 'ns'),
('global_route', 'number_of_global_route_vias_before_repair', '9253', ''),
('setup_path', 'timing_worst_setup_path_type', 'reg -> reg', ''),
('cells_and_area', 'share_of_the_core_filled_with_cells_in_the_final_layout', '34.93', '%'),
('final_timing', 'finalCriticalPeriod', '5.235', 'ns'),
('placed_design', 'replace_congestion', '0.8839', ''),
('route', 'first_pass_iters', '22', ''),
('cells_and_area', 'final_area', '0.01633', 'mm²'),
('clock_tree', 'clock-root-buffer', 'sky130_fd_sc_hd__clkbuf_16', ''),
('global_route', 'grtUsageMet1', '22.63', '%'),
('yosys', 'ys_cells', '1468', ''),
('setup_path', 'timing.reg2reg.worst_path_depth', '14', ''),
('route', 'detail_route.wirelength', '36080', 'µm'),
('global_route', 'grt.met3_usage', '4.412', '%'),
('cells_and_area', 'drive_above_1_share', '5.151', '%');
## flip-flops by register name, indices dropped and copies added (netlist names), named ones only
register       cells
clk_div           23
executeFail        1
gameStartSign      1
row               32
objectReg        200
gameMaxHeight     17
fail               1
clk_div_prev       1
coln              32
## kinds of logic after synthesis
logic type      synth area share [%]
flops                          48.24
other cells                  0.05269
compound gates                 13.62
fa+ha+maj                      2.563
xor+xnor                       5.381
simple gates                   11.69
buf+inv                        18.44
## critical path, delay by kind of cell, from the launching register on
family | cells | cell delay [ns]
buf+inv | 3 | 0.45
xor+xnor | 2 | 1.06
fa+ha+maj | 4 | 1.47
compound gates | 4 | 1.07
flops | 1 | 0.43
simple gates | 1 | 0.51
## stage by stage
stage               hold WS, ns  cells
finish                   0.3899   2063
global placement         0.3812   2008
floorplan                0.3637   1477
CTS                      0.3935   2063
detailed placement       0.3827   2008
global route             0.4103   2063
## where the power goes
group          leakage [nW]  internal [W]  total [W]  switching (W)
clock network         0.495      0.000775    0.00132       0.000548
registers              2.44       0.00148    0.00148   0.0000000805
logic                  2.31    0.00000747  0.0000234      0.0000159
## worst max path at each step
stage | from | to | slack, ns | cells after the start
5_1_grt | row[0]$_SDFFCE_PN1P_ | objectReg[58]$_SDFFE_PP0P_ | 3.13 | 14
6_report | row[0]$_SDFFCE_PN1P_ | objectReg[224]$_SDFFE_PP0P_ | 3.36 | 14
4_1_cts | row[0]$_SDFFCE_PN1P_ | objectReg[224]$_SDFFE_PP0P_ | 3.41 | 14
## cell usage after synthesis, types with 10 or more instances
cell type / count / share of area, %
sky130_fd_sc_hd__xnor2_1: 55 / 3.4
sky130_fd_sc_hd__inv_1: 187 / 4.9
sky130_fd_sc_hd__nor4_1: 17 / 0.75
sky130_fd_sc_hd__nor2_1: 72 / 1.9
sky130_fd_sc_hd__xor2_1: 30 / 1.8
sky130_fd_sc_hd__or3_1: 13 / 0.57
sky130_fd_sc_hd__nor3_1: 12 / 0.42
sky130_fd_sc_hd__nand4_1: 10 / 0.44
sky130_fd_sc_hd__clkbuf_1: 74 / 1.9
sky130_fd_sc_hd__buf_4: 210 / 11
sky130_fd_sc_hd__buf_2: 10 / 0.35
sky130_fd_sc_hd__o31ai_1: 40 / 2.1
sky130_fd_sc_hd__nor2b_1: 20 / 0.88
sky130_fd_sc_hd__edfxtp_1: 65 / 14
sky130_fd_sc_hd__nand2_1: 60 / 1.6
sky130_fd_sc_hd__ha_1: 26 / 2.3
sky130_fd_sc_hd__dfxtp_1: 246 / 35
sky130_fd_sc_hd__o32ai_1: 160 / 9.8
sky130_fd_sc_hd__a21oi_1: 19 / 0.67
sky130_fd_sc_hd__o21ai_0: 12 / 0.42
sky130_fd_sc_hd__nand3_1: 26 / 0.91
sky130_fd_sc_hd__nand2b_1: 43 / 1.9
## routing by layer
layer / vias to the layer above / wire length, µm / part of all wire, %
li1: 4766 / - / -
met1: 4689 / 16190 / 45
met2: 293 / 15810 / 44
met3: 46 / 3337 / 9.3
met4: 0 / 735 / 2.0
met5: - / 0 / 0
## area by class of cell
cell class | count | area [µm²] | share of cell area (%)
clock inverters | 3 | 18.77 | 0.1149
multi-input cells | 681 | 4805 | 29.42
repair buffers | 222 | 2186 | 13.38
inverters | 187 | 701.9 | 4.298
clock buffers | 52 | 985.9 | 6.036
well taps | 607 | 759.5 | 4.650
flip-flops and latches | 311 | 6877 | 42.10
No activity file was given, so power comes from the tool's default toggle rates.
